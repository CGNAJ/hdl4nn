**flow/config.mk**
```make
export PLATFORM = sky130hd
export DESIGN_NAME = my_multi_addere
export DESIGN_NICKNAME = my_multi_addere
export VERILOG_FILES = /design/flow/design.v
export SDC_FILE = /design/flow/constraint.sdc
export NUM_CORES = 4
export LEC_CHECK = 1
export CORE_UTILIZATION = 40
```
**flow/run.sh**
```bash
#!/bin/bash
# OpenROAD 26Q1-2900-gdf79404cd8, Yosys 0.63+post, stock flow scripts
make -C /OpenROAD-flow-scripts/flow DESIGN_CONFIG=/design/flow/config.mk WORK_HOME=/design/flow/orfs finish
```
**flow/design.v**
```verilog
`timescale 1ns / 1ps
module my_multi_addere(
  input clk,
  input wire signed [15:0] a,
  input wire signed [15:0] b,
  input wire signed[35:0] c,
  output reg signed [35:0] p
    );
reg signed [35:0] m ;
always @(posedge clk)
begin
  m <= a*b;
  p <= m+c;
end
endmodule
```
**flow/constraint.sdc**
```tcl
current_design my_multi_addere

set clk_period 23.3
set clk_io_pct 0.2

create_clock -name clk0 -period $clk_period [get_ports {clk}]

set non_clock_inputs [all_inputs -no_clocks]
set_input_delay [expr $clk_period * $clk_io_pct] -clock clk0 $non_clock_inputs
set_output_delay [expr $clk_period * $clk_io_pct] -clock clk0 [all_outputs]
```
==> reports/qor_table.md <==
| Parameter | This run | Unit |
| --- | --- | --- |
| Cell with the largest stage delay on the worst path | sky130_fd_sc_hd__clkdlybuf4s50_1 | - |
| Row count | 65 | - |
| Final Hold Violation Tally | 0 | - |
| GRT Overall Usage | 0.1951 | - |
| Top-area cell share | 0.4065 | - |
| Post-synth mux share | 0 | - |
| Average routed wire per standard cell | 14.99 | um |
| Most frequent cells in the layout | sky130_fd_sc_hd__inv_1, sky130_fd_sc_hd__fa_1, sky130_fd_sc_hd__nand2_1 | - |
| Worst slack after detailed placement | 11,990 | ps |
| Largest delay contributor family on the critical path | adder cells | - |
| Detailed placement HPWL | 24.10 | mm |
| Drc violations | 0 | - |
| Floorplan die area | 33,100 | um^2 |
| Number of flops mapped to enable cells by yosys | 0 | - |
| Setup repair after global routing missed its margin | false | - |
| Buffers & Inverters on Critical Path | 6 | - |
| Yosys stat chip area | 12,950 | um^2 |
| Dominant kind of combinational cell | adder cells | - |
| Worst clock skew on the final layout | 8.155 | ps |
| ANT cells | 0 | - |
| Setup violation total in the final timing report | 0 | - |
| Number of antenna violations at the first check in global routing | 0 | - |
| Cell area after synthesis | 12,950 | um^2 |
| Number of cells in Yosys stat | 1,407 | - |
| Maximum clock frequency | 0.09131 | GHz |
| Data required time at the worst endpoint | 23,510 | ps |
| Most instantiated logic cell after routing | sky130_fd_sc_hd__inv_1 | - |
| CP Launch Type | input port | - |
| Area share of and-or/or-and cells after synthesis | 0.08086 | - |
| Minimum clock period after layout | 10,950 | ps |
| Grt total ovfl | 0 | - |
| Fin util | 0.4628 | - |
| Main flop type after synthesis | sky130_fd_sc_hd__dfxtp_1 | - |
| TritonCTS clock tree | done | - |
| Number of routed nets with antenna violations | 0 | - |
| First drt pass iteration count | 4 | - |
| Status | finished, final reports clean | - |
| Worst path cell trace | clkdlybuf4s50_1 > nand2_1 > inv_1 > fa_1 > fa_1 > inv_1 > fa_1 > inv_1 > fa_1 > fa_1 > inv_1 > fa_1 > inv_1 > ha_1 > a21oi_1 > nor2_1 > nor3_1 > o21a_1 > and4b_1 > nor3_1 > or3_1 > o31ai_1 > xnor2_1 | - |
| Number of DRC markers in iteration 0 | 257 | - |
| Die Y-Extent | 181.9 | um |
| FP Core Util | 0.4083 | - |
| I/O pin total | 105 | - |
| Number of buffers inserted to repair setup after CTS | 0 | - |
| Crit path capture type | register | - |
| Max Transition Viols Final | 0 | - |
| Register clock-pin slew on the reported worst setup and hold paths | 50 | ps |
| Count of input and output buffers | 104 | - |
| Via Count | 8,946 | - |
| Number of instances in the synthesized netlist | 1,407 | - |
| Transition time at the pin with the least slew margin | 750.1 | ps |
| Clock tree sinks | 68 | - |
| Post-synthesis to final-layout area growth | 13.34 | % |
| Setup TNS after final layout | 0 | ps |
| Clock network latency to the later pin of the worst-skew pair | 330 | ps |
| Fraction of synthesis flops using an asynchronous set or reset pin | 0 | - |
| Maximum number of pins on one net before global-route repair | 17 | - |
| Fill cells | 3,039 | - |
| Number of library cell types mapped by synthesis | 52 | - |
| Number of max-capacitance violations reported | 0 | - |
| Post-layout period usage of the worst path | 0.4700 | - |
| Area contributors post-synth | sky130_fd_sc_hd__fa_1, sky130_fd_sc_hd__ha_1, sky130_fd_sc_hd__dfxtp_1, sky130_fd_sc_hd__inv_1, sky130_fd_sc_hd__and2_1 | - |
| Root buf cell | sky130_fd_sc_hd__clkbuf_16 | - |
| Total wire length | 28.41 | mm |
| Data arrival, critical path | 11,160 | ps |
| Number of clock buffers inserted by TritonCTS | 9 | - |
| Proportion of layout cells with a drive suffix above 1 | 0.01875 | - |
| Cell taking the most area after synthesis | sky130_fd_sc_hd__fa_1 | - |
| CTS Hold Bufs | 0 | - |
| Yosys warnings | 1 | - |
| Placer Congestion | 0.8974 | - |
| Vias in the first global route | 9,694 | - |
| Largest fanout on the critical path | 16 | - |
| Syn Area/Cell | 9.205 | um^2 |
| Via-to-Cell Ratio | 4.721 | - |
| First-pass GRT wire length | 48.73 | mm |
| Path category of the worst min-delay check | register to register | - |
| DIE WIDTH | 181.9 | um |
| Most used cell, CP | sky130_fd_sc_hd__fa_1 | - |
| Tool warnings | 25 | - |
| Startpoint-to-endpoint class of the critical path | input port to register | - |
| Adder Area Share | 0.5196 | - |
| Worst path max stage delay | 930 | ps |
| Seq/Total Area, Yosys | 0.1051 | - |
| Worst Setup Slack, final | 12,350 | ps |
| Basic-gate share of the synthesized area counting and, or, nand and nor cells | 0.1453 | - |
| Post-CTS sizing | 0 | - |
| Buffers from clock root to sink, at most | 2 | - |
| H-tree level count | 3 | - |
| Headroom to the max-slew limit | 0.4984 | - |
| Synth Area in XOR/XNOR | 0.04599 | - |
| Area of the core region | 31,720 | um^2 |
| Flop and latch count out of synthesis | 68 | - |
-- cells in the mapped netlist, types with 12 or more instances --
library cell / instances
sky130_fd_sc_hd__a21o_1: 26
sky130_fd_sc_hd__dfxtp_1: 68
sky130_fd_sc_hd__inv_1: 322
sky130_fd_sc_hd__nand2_1: 151
sky130_fd_sc_hd__and2_1: 126
sky130_fd_sc_hd__ha_1: 117
sky130_fd_sc_hd__clkbuf_1: 34
sky130_fd_sc_hd__xor2_1: 18
sky130_fd_sc_hd__a21oi_1: 44
sky130_fd_sc_hd__xnor2_1: 50
sky130_fd_sc_hd__o21ai_0: 15
sky130_fd_sc_hd__nor3_1: 12
sky130_fd_sc_hd__fa_1: 263
sky130_fd_sc_hd__nand2b_1: 12
sky130_fd_sc_hd__o21a_1: 12
sky130_fd_sc_hd__nor2_1: 48
-- area by class of cell --
class                           instances  area (um^2)  area share
Tap cell                              402        503.0     0.03427
Timing Repair Buffer                  105         1049     0.07143
Inverter                              322         1209     0.08234
Sequential cell                        68         1361     0.09274
Clock buffer                           14        274.0     0.01867
Clock inverter                          1        30.03    0.002046
Multi-Input combinational cell        983        10250      0.6985
-- cell families (layout without fill, tap and decap cells) --
logic type | Yosys count | in the layout
AOI/OAI and AO/OA | 153 | 153
xor gates and xnor gates | 68 | 68
adders and majority gates | 380 | 380
buffers and inverters | 356 | 442
DFF | 68 | 68
and+or+nand+nor | 382 | 382
-- per-stage QoR --
step / hold slack [ps] / std cells / instance area [um^2]
floorplan: 420.0 / 1407 / 12950
CTS: 459.6 / 1895 / 14680
finish: 467.2 / 1895 / 14680
global route: 488.0 / 1895 / 14680
detailed placement: 447.4 / 1880 / 14380
global placement: 425.7 / 1880 / 14380
-- routing by layer --
metal / GRT usage / share of wire / up-vias
li1: - / - / 4426
met1: 0.2985 / 0.48 / 4211
met2: 0.2754 / 0.40 / 290
met3: 0.08814 / 0.10 / 19
met4: 0.01916 / 0.012 / 0
met5: 0 / 0 / -
-- registers in the layout, indices dropped and copies added (netlist names) --
signal,count
m,32
p,36
-- worst paths after layout --
kind | slack [ps] | cells past startpoint | end | startpoint
worst max-delay path | 12350 | 23 | m[31] | b[1]
worst min-delay path | 470 | 1 | p[0] | m[0]
worst max register to register | 20150 | 12 | p[32] | m[0]
worst min register to register | 470 | 1 | p[0] | m[0]
